==> /design/flow/design.v <==
`timescale 1ns / 1ps
module MITCH(
    input [15:0] x,
    input [15:0] y,
    output [31:0] p
    );
	wire [15:0] x_abs;
	wire [15:0] y_abs;
	assign x_abs = x ^ {16{x[15]}};
	assign y_abs = y ^ {16{y[15]}};
	wire [15:0] kx;
	wire zero_x;
	wire [3:0] code_x;
	LOD16 LODx (
		.data_i(x_abs),
		.zero_o(zero_x),
		.data_o(kx)
	 ); 
	PriorityEncoder_16 PEx (
		.data_i(kx),
		.code_o(code_x)
	 ); 
	wire [15:0] ky;
	wire zero_y;
	wire [3:0] code_y;
	LOD16 LODy (
		.data_i(y_abs),
		.zero_o(zero_y),
		.data_o(ky)
	 ); 
	PriorityEncoder_16 PEy (
			.data_i(ky),
			.code_o(code_y)
		 ); 
	wire [3:0] code_x_inv;
	wire [15:0] barrel_x;
	assign code_x_inv = ~code_x;
	Barrel16L BShiftx (
		.data_i(x_abs),
		.shift_i(code_x_inv),
		.data_o(barrel_x)
 	 ); 
	wire [3:0] code_y_inv;
	wire [15:0] barrel_y;
	assign code_y_inv = ~code_y;
	Barrel16L BShifty (
		.data_i(y_abs),
		.shift_i(code_y_inv),
		.data_o(barrel_y)
 	 );
	wire [19:0] op1;
	wire [19:0] op2;
	wire [19:0] L;
	wire c_in;
	assign op1 = {1'b0,code_x,barrel_x[14:0]};
	assign op2 = {1'b0,code_y,barrel_y[14:0]};
    assign L = op1 + op2;
	wire [31:0] tmp_out; 
	AntiLog anti_log(
		.data_i(L),
		.data_o(tmp_out)
	);
	wire prod_sign; 
	wire [31:0] tmp_sign;
	assign prod_sign = x[15] ^ y[15];
	assign tmp_sign = {32{prod_sign}} ^ tmp_out;
	wire not_zero;
	assign not_zero = (~zero_x | x[15] | x[0]) & (~zero_y | y[15] | y[0]);
	assign p = not_zero ? tmp_sign : 32'b0;
endmodule
module AntiLog(
	input [19:0] data_i,
	output [31:0] data_o
	);
	wire [31:0] l1_in;
	wire [31:0] l1_out;
	wire [4:0] k_enc;
	wire [4:0] k_enc_inc;
	assign l1_in = {16'b0,1'b1,data_i[14:0]};
	assign k_enc = {1'b0,data_i[18:15]};
	carry_lookahead_inc inc_inst(
     .i_add1(k_enc),
     .o_result(k_enc_inc)
     );	
	Barrel32L L1shift (
		.data_i(l1_in),
		.shift_i(k_enc_inc),
		.data_o(l1_out)
 	 );
	wire [15:0] r_in;
	wire [15:0] r_out;
	wire [3:0] enc;
	assign enc = ~data_i[18:15];
	assign r_in = {1'b1,data_i[14:0]};
	Barrel16R Rshift (
		.data_i(r_in),
		.shift_i(enc),
		.data_o(r_out)
 	 );
	wire lr;
	wire [15:0] out_msb;
	assign lr = data_i[19];
	assign out_msb = {16{lr}} & l1_out[31:16];
	wire [15:0] out_lsb;
	assign out_lsb = lr ? l1_out[15:0] : r_out;
	assign data_o = {out_msb,out_lsb};
endmodule
module PriorityEncoder_16_old(
    input [15:0] data_i,
    output reg [3:0] code_o
    );
	always @*
		case (data_i)
	      16'b0000000000000001 : code_o = 4'b0000;
         16'b0000000000000010 : code_o = 4'b0001;
         16'b0000000000000100 : code_o = 4'b0010;
         16'b0000000000001000 : code_o = 4'b0011;
         16'b0000000000010000 : code_o = 4'b0100;
         16'b0000000000100000 : code_o = 4'b0101;
         16'b0000000001000000 : code_o = 4'b0110;
         16'b0000000010000000 : code_o = 4'b0111;
		 16'b0000000100000000 : code_o = 4'b1000;
         16'b0000001000000000 : code_o = 4'b1001;
         16'b0000010000000000 : code_o = 4'b1010;
         16'b0000100000000000 : code_o = 4'b1011;
         16'b0001000000000000 : code_o = 4'b1100;
         16'b0010000000000000 : code_o = 4'b1101;
         16'b0100000000000000 : code_o = 4'b1110;
         16'b1000000000000000 : code_o = 4'b1111;
			default     : code_o = 4'b0000;
		endcase
endmodule
module PriorityEncoder_16(
    input [15:0] data_i,
    output [3:0] code_o
    );
    wire [7:0] tmp0;
    assign tmp0 = {data_i[15],data_i[13],data_i[11],data_i[9],data_i[7],data_i[5],data_i[3],data_i[1]};
    OR_tree code0(tmp0,code_o[0]);
    wire [7:0] tmp1;
    assign tmp1 = {data_i[15],data_i[14],data_i[11],data_i[10],data_i[7],data_i[6],data_i[3],data_i[2]};
    OR_tree code1(tmp1,code_o[1]);
    wire [7:0] tmp2;
    assign tmp2 = {data_i[15],data_i[14],data_i[13],data_i[12],data_i[7],data_i[6],data_i[5],data_i[4]};
    OR_tree code2(tmp2,code_o[2]);
    wire [7:0] tmp3;
    assign tmp3 = {data_i[15],data_i[14],data_i[13],data_i[12],data_i[11],data_i[10],data_i[9],data_i[8]};
    OR_tree code3(tmp3,code_o[3]);
endmodule
module OR_tree(
    input [7:0] data_i,
    output data_o
    );
    wire [3:0] tmp1;
    wire [1:0] tmp2;
    assign tmp1 = data_i[3:0] | data_i[7:4];
    assign tmp2 = tmp1[1:0] | tmp2[3:2];
    assign data_o = tmp2[0] | tmp2[1];
endmodule
module LOD4(
    input [3:0] data_i,
    output [3:0] data_o
    );
	 wire mux0;
	 wire mux1;
	 wire mux2;
	 assign mux2 = (data_i[3]==1) ? 1'b0 : 1'b1;
	 assign mux1 = (data_i[2]==1) ? 1'b0 : mux2;
	 assign mux0 = (data_i[1]==1) ? 1'b0 : mux1;
	 assign data_o[3] = data_i[3];
	 assign data_o[2] =(mux2 & data_i[2]);
	 assign data_o[1] =(mux1 & data_i[1]);
	 assign data_o[0] =(mux0 & data_i[0]);
endmodule
module Muxes2in1Array4(
    input [3:0] data_i,
    input select_i,
    output [3:0] data_o
    );
	assign data_o[3] = select_i ? data_i[3] : 1'b0;
	assign data_o[2] = select_i ? data_i[2] : 1'b0;
	assign data_o[1] = select_i ? data_i[1] : 1'b0;
	assign data_o[0] = select_i ? data_i[0] : 1'b0;
endmodule
module LOD16(
    input [15:0] data_i,
    output zero_o,
    output [15:0] data_o
    );
	 wire [15:0] z;
	 wire [3:0] select;
	 wire [3:0] zdet;
	 assign zdet[3] = data_i[15] | data_i[14] | data_i[13] | data_i[12];
	 assign zdet[2] = data_i[11] | data_i[10] | data_i[9] | data_i[8];
	 assign zdet[1] = data_i[7] | data_i[6] | data_i[5] | data_i[4];
	 assign zdet[0] = data_i[3] | data_i[2] | data_i[1] | data_i[0];
	 assign zero_o = ~(zdet[3] | zdet[2] | zdet[1] | zdet[0]);
	 LOD4 lod4_3 (
		.data_i(data_i[15:12]), 
		.data_o(z[15:12])
	 );
	 LOD4 lod4_2 (
		.data_i(data_i[11:8]), 
		.data_o(z[11:8])
	 );
	 LOD4 lod4_1 (
		.data_i(data_i[7:4]), 
		.data_o(z[7:4])
	 );
	 LOD4 lod4_0 (
		.data_i(data_i[3:0]), 
		.data_o(z[3:0])
	 );
	 LOD4 lod4_middle (
		.data_i(zdet), 
		.data_o(select)
	 );
	 Muxes2in1Array4 Inst_MUX214_3 (
		.data_i(z[15:12]), 
		.select_i(select[3]), 
		.data_o(data_o[15:12])
    );
	 Muxes2in1Array4 Inst_MUX214_2 (
		.data_i(z[11:8]), 
		.select_i(select[2]), 
		.data_o(data_o[11:8])
    );
	 Muxes2in1Array4 Inst_MUX214_1 (
		.data_i(z[7:4]), 
		.select_i(select[1]), 
		.data_o(data_o[7:4])
    );
	 Muxes2in1Array4 Inst_MUX214_0 (
		.data_i(z[3:0]), 
		.select_i(select[0]), 
		.data_o(data_o[3:0])
    );
endmodule
module Barrel16L(
    input [15:0] data_i,
    input [3:0] shift_i,
    output reg [15:0] data_o
    );
   always @*
      case (shift_i)
         4'b0000: data_o = data_i;
         4'b0001: data_o = data_i << 1;
         4'b0010: data_o = data_i << 2;
         4'b0011: data_o = data_i << 3;
         4'b0100: data_o = data_i << 4;
         4'b0101: data_o = data_i << 5;
         4'b0110: data_o = data_i << 6;
         4'b0111: data_o = data_i << 7;
         4'b1000: data_o = data_i << 8;
         4'b1001: data_o = data_i << 9;
         4'b1010: data_o = data_i << 10;
         4'b1011: data_o = data_i << 11;
         4'b1100: data_o = data_i << 12;
         4'b1101: data_o = data_i << 13;
         4'b1110: data_o = data_i << 14;
         default: data_o = data_i << 15;
      endcase
endmodule
module Barrel16R(
    input [15:0] data_i,
    input [3:0] shift_i,
    output reg [15:0] data_o
    );
   always @*
      case (shift_i)
         4'b0000: data_o = data_i;
         4'b0001: data_o = data_i >> 1;
         4'b0010: data_o = data_i >> 2;
         4'b0011: data_o = data_i >> 3;
         4'b0100: data_o = data_i >> 4;
         4'b0101: data_o = data_i >> 5;
         4'b0110: data_o = data_i >> 6;
         4'b0111: data_o = data_i >> 7;
         4'b1000: data_o = data_i >> 8;
         4'b1001: data_o = data_i >> 9;
         4'b1010: data_o = data_i >> 10;
         4'b1011: data_o = data_i >> 11;
         4'b1100: data_o = data_i >> 12;
         4'b1101: data_o = data_i >> 13;
         4'b1110: data_o = data_i >> 14;
         default: data_o = data_i >> 15;
      endcase
endmodule
module Barrel32L(
    input [31:0] data_i,
    input [4:0] shift_i,
    output reg [31:0] data_o
    );
   always @*
      case (shift_i)
         5'b00000: data_o = data_i;
         5'b00001: data_o = data_i << 1;
         5'b00010: data_o = data_i << 2;
         5'b00011: data_o = data_i << 3;
         5'b00100: data_o = data_i << 4;
         5'b00101: data_o = data_i << 5;
         5'b00110: data_o = data_i << 6;
         5'b00111: data_o = data_i << 7;
         5'b01000: data_o = data_i << 8;
         5'b01001: data_o = data_i << 9;
         5'b01010: data_o = data_i << 10;
         5'b01011: data_o = data_i << 11;
         5'b01100: data_o = data_i << 12;
         5'b01101: data_o = data_i << 13;
         5'b01110: data_o = data_i << 14;
		 5'b01111: data_o = data_i << 15;
         default:  data_o = data_i << 16;
      endcase
endmodule
module FAd(a,b,c,cy,sm);
	input a,b,c;
	output cy,sm;
	wire x,y,z;
	xor x1(x,a,b);
	xor x2(sm,x,c);
	and a1(y,a,b);
	and a2(z,x,c);
	or o1(cy,y,z);
endmodule
module carry_lookahead_adder
  #(parameter WIDTH = 16)
  (
   input [WIDTH-1:0] i_add1,
   input [WIDTH-1:0] i_add2,
	input cin,
   output [WIDTH-1:0]  o_result
   );
  wire [WIDTH:0]     w_C;
  wire [WIDTH-1:0]   w_G, w_P, w_SUM;
  genvar  ii;
  generate
    for (ii=0; ii<WIDTH; ii=ii+1) 
      begin: mod_carry
        FA full_adder_inst
            ( 
              .a(i_add1[ii]),
              .b(i_add2[ii]),
              .c(w_C[ii]),
              .sm(w_SUM[ii]),
              .cy()
              );
      end
  endgenerate
  genvar jj;
  generate
    for (jj=0; jj<WIDTH; jj=jj+1) 
      begin: mod_sum
        assign w_G[jj]   = i_add1[jj] & i_add2[jj];
        assign w_P[jj]   = i_add1[jj] | i_add2[jj];
        assign w_C[jj+1] = w_G[jj] | (w_P[jj] & w_C[jj]);
      end
  endgenerate
  assign w_C[0] = cin; 
  assign o_result = {w_SUM};    
endmodule  
module FA(a,b,c,cy,sm);
	input a,b,c;
	output cy,sm;
	wire x,y,z;
	xor x1(x,a,b);
	xor x2(sm,x,c);
	and a1(y,a,b);
	and a2(z,x,c);
	or o1(cy,y,z);
endmodule
module carry_lookahead_inc
  (
   input [4:0] i_add1,
   output [4:0]  o_result
   );
  wire [5:0]     w_C;
  wire [4:0]   w_SUM;
  genvar  ii;
  generate 
    for (ii=0; ii<5; ii=ii+1) 
      begin: once_told
         assign w_SUM[ii] = i_add1[ii] ^ w_C[ii];
      end
  endgenerate
  genvar jj;
  generate
    for (jj=0; jj<5; jj=jj+1) 
      begin : someone
        assign w_C[jj+1] = (i_add1[jj] & w_C[jj]);
      end
  endgenerate
  assign w_C[0] = 1'b1;  
  assign o_result = w_SUM;    
endmodule  
`timescale 1ns / 10ps
module mult_top(
    input clk,
    input  [15:0] x,
    input  [15:0] y,
    output reg [31:0] p_out
    );
    wire [31:0] P_vec;
    reg [15:0] X_vec;
    reg [15:0] Y_vec;
    MITCH mult(X_vec,Y_vec,P_vec); 
    always @(posedge clk) 
    begin
        p_out = P_vec;
        X_vec = x;
        Y_vec = y;
    end
endmodule 
==> /design/flow/run.sh <==
#!/bin/bash
# OpenROAD 26Q1-2900-gdf79404cd8, Yosys 0.63+post, stock flow scripts
make -C /OpenROAD-flow-scripts/flow DESIGN_CONFIG=/design/flow/config.mk WORK_HOME=/design/flow/orfs finish
==> /design/flow/config.mk <==
export PLATFORM = sky130hd
export DESIGN_NAME = mult_top
export DESIGN_NICKNAME = mult_top
export VERILOG_FILES = /design/flow/design.v
export SDC_FILE = /design/flow/constraint.sdc
export NUM_CORES = 4
export LEC_CHECK = 1
export CORE_UTILIZATION = 30
==> /design/flow/constraint.sdc <==
current_design mult_top

set clk_period 7.9
set clk_io_pct 0.2

create_clock -name clk0 -period $clk_period [get_ports {clk}]

set non_clock_inputs [all_inputs -no_clocks]
set_input_delay [expr $clk_period * $clk_io_pct] -clock clk0 $non_clock_inputs
set_output_delay [expr $clk_period * $clk_io_pct] -clock clk0 [all_outputs]
==> out/metrics.yaml <==
cells_and_area:
  drive_above_1_share_pct: 5.06
  postLayoutCoreUtil_pct: 39.1
  logic_area_sq_um: 1740
  fillers: 920
  instances_no_fill: 485
  design_area_sq_um: 3680
  area_growth_pct: 24.3
  seq_area_sq_um: 1000
place:
  portBuffers: 64
  dpl.cell_count: 477
  place_ws_ns: 4.87
  dp_hpwl_microns: 4720
  place_congestion: 0.831
  placedInstanceArea_sq_um: 3580
timing:
  setup_tns_ns: 0
  post-route-min-period_ns: 3.05
  maxSlewViolCount: 0
  max_freq_ghz: 0.327
  grt_setup_unrepaired: "false"
  fin_ws_ns: 4.85
  setup_viol: 0
  period_used_pct: 38.7
  hold_ws_ns: 0.840
  max-slew-margin-rel_pct: 41.7
  finClkSkew_ns: 0.0112
  tightest_slew_ns: 0.871
  finalHoldViolCount: 0
clock_network:
  cts_sinks: 50
  ctsHoldBuffers: 0
  htreeDepth: 2
  clkLatencyLatePin_ns: 0.30
  cts_root_buf: "clkbuf_8"
  cts_setup_buffers: 0
  cts_buffers: 5
  cts.repair.resized: 0
  cts_tree: "built"
  clock_path_buffers: 2
  cts.reportedPaths.clkPinSlew_ns: 0.10
logic_synthesis:
  async_flop_share_pct: 0
  ys_types: 49
  flop_cell: "dfxtp_1"
  syn-mean-instance-area_sq_um: 9.55
  synth_flops: 50
  ys_chip_area_sq_um: 2960
  largest_area_cell: "dfxtp_1"
  yosys.stat.seqShare_pct: 33.8
  synth_cells: 310
  top_area_share_pct: 33.8
  yosys_cells: 310
  yosys-top-cells-count: "dfxtp_1 (50), xor2_1 (40), a21oi_1 (21), mux2i_1 (21), xnor2_1 (18)"
  synth-edff-count: 0
  yosys_warnings: 5
  synth.area.top_cells: "dfxtp_1 (34%), xor2_1 (12%), mux2i_1 (7.1%)"
  top_cell: "dfxtp_1"
  syn_area_sq_um: 2960
floorplan:
  fp.dieH_microns: 101
  dieWidth_microns: 101
  rows: 35
  io_pins: 65
  fp_util_pct: 31.4
  die_area_sq_um: 10300
  coreArea_sq_um: 9420
drt:
  drt_iter0_drc: 88
  drt-total-wl_microns: 5850
  dr.pass1.iters: 4
  drc: 0
  post_drt_via_cell_ratio: 4.48
  insertedDiodeCount: 0
  ant_nets: 0
  dr_total_vias: 2175
  wl_per_cell_microns: 12.1
worst_hold_path:
  min_to: "p_out[17]"
  hold_path_class: "reg -> reg"
  hp-start: "Y_vec[10]"
  min_path_cells: 4
job:
  maxCapViolations: 0
  warnings: 25
setup_path:
  crit_start: "Y_vec[15]"
  r2r-end: "p_out[16]"
  cpMostUsedCell: "mux2i_1"
  startpoint_type: "flop"
  worstPathArrival_ns: 3.28
  crit_path_max_fanout: 24
  crit_chain: "buf_4 -> xor2_1 -> xnor2_1 -> a21oi_1 -> a2111oi_4 -> o21a_4 -> mux2i_1 -> mux2i_1"
  cp.required_ns: 8.13
  max_stage_delay_ns: 0.73
  r2r_start: "Y_vec[15]"
  slowest_stage: "xor2_1"
  critPathKind: "reg -> reg"
  reg2reg_slack_ns: 4.85
  reg2reg_depth: 8
  endpoint_kind: "flop"
power_and_ir_drop:
  total_power_uw: 838
  power_leakage_nw: 1.49
  irDropWorstVdd_v: 0.0000777
  cellPowerDensity_nw_per_um2: 228
global_routing:
  first_global_vias: 2018
  grt_overflow: 0
  grt_max_degree: 25
  grt_first_pass_wirelength_microns: 9580
  antenna_found_initial: 0
  grtUsageTotal_pct: 11.9
run_status:
  outcome: "finished, final reports clean"
worst max-delay path by stage:
stage | endpoint | depth (start not counted)
6_report | p_out[16] | 8
5_1_grt | p_out[23] | 8
4_1_cts | p_out[16] | 8
critical path: cells and delay by family (launching register included):
| kind | cells | cell delay, ns |
|---|---|---|
| AOI/OAI and AO/OA | 3 | 0.89 |
| xor gates and xnor gates | 2 | 0.94 |
| buffers and inverters | 1 | 0.30 |
| DFF | 1 | 0.32 |
| muxes | 2 | 0.52 |
sequential cells by signal, indices dropped and copies added, names as in the netlist:
register  count
X_vec        16
Y_vec        16
p_out        18
metal layers:
| metal | vias up | part of all wire (%) | global-route usage (%) |
|---|---|---|---|
| met5 | - | 0 | 0 |
| li1 | 1173 | - | - |
| met4 | 0 | 0.39 | 0.892 |
| met3 | 2 | 7.0 | 2.24 |
| met1 | 919 | 54 | 19.8 |
| met2 | 81 | 38 | 16.7 |
report_power, final:
part           internal, mW  switching, mW
clock                0.0722         0.0860
combinational         0.203          0.160
sequential            0.297         0.0192
total                 0.572          0.266
layout by cell type (no fill, tap or decap), types with 2 or more instances in the layout:
cell type | Yosys | layout
o21a_1 | 3 | 3
nor2b_1 | 3 | 3
o211ai_1 | 4 | 4
inv_1 | 6 | 6
dfxtp_1 | 50 | 50
a21o_1 | 6 | 6
nand3_1 | 10 | 10
clkdlybuf4s50_1 | 0 | 64
nor2_1 | 13 | 13
clkinv_4 | 0 | 2
ha_1 | 14 | 14
nor3_1 | 4 | 4
nand2_1 | 7 | 7
xnor2_1 | 18 | 18
clkbuf_8 | 0 | 6
nand4_1 | 3 | 3
or3_1 | 4 | 4
or4_1 | 4 | 4
xor2_1 | 40 | 40
a211oi_1 | 2 | 2
o21ai_1 | 2 | 2
buf_4 | 16 | 2
o21ai_0 | 14 | 14
nor4_1 | 4 | 4
a31oi_1 | 2 | 2
and3_1 | 5 | 5
a21oi_1 | 21 | 21
nor3b_1 | 2 | 2
mux2i_1 | 21 | 21
a21boi_0 | 2 | 2
a311oi_1 | 2 | 2
logic make-up (layout without fill, tap and decap cells):
group	count (synthesis)	after routing	synth area share, %
muxes	21	21	7.10
AOI/OAI and AO/OA	67	67	15.5
xor gates and xnor gates	59	59	17.7
and+or+nand+nor	64	64	11.8
buffers and inverters	34	80	7.48
DFF	50	50	33.8
adders and majority gates	15	15	6.59
cell type report:
class | count | area share, %
tap | 129 | 4.39
sequential | 50 | 27.2
clock buffer | 6 | 2.24
timing repair buffer | 66 | 17.8
clock inverter | 2 | 0.476
multi-input combinational | 226 | 47.2
inverter | 6 | 0.612
