--- /design/flow/run.sh ---
#!/bin/bash
# OpenROAD 26Q1-2900-gdf79404cd8, Yosys 0.63+post, stock flow scripts
make -C /OpenROAD-flow-scripts/flow DESIGN_CONFIG=/design/flow/config.mk WORK_HOME=/design/flow/orfs finish
--- /design/flow/config.mk ---
export PLATFORM = sky130hd
export DESIGN_NAME = PriorityEncoder_16_old
export DESIGN_NICKNAME = PriorityEncoder_16_old
export VERILOG_FILES = /design/flow/design.v
export SDC_FILE = /design/flow/constraint.sdc
export NUM_CORES = 4
export LEC_CHECK = 1
export CORE_AREA = 10 10 70 70
export DIE_AREA = 0 0 80 80
--- /design/flow/constraint.sdc ---
current_design PriorityEncoder_16_old

set clk_period 1.8
set clk_io_pct 0.2

create_clock -name clk0 -period $clk_period

set non_clock_inputs [all_inputs -no_clocks]
set_input_delay [expr $clk_period * $clk_io_pct] -clock clk0 $non_clock_inputs
set_output_delay [expr $clk_period * $clk_io_pct] -clock clk0 [all_outputs]
--- /design/flow/design.v ---
`timescale 1ns / 1ps
module MITCH(
    input [15:0] x,
    input [15:0] y,
    output [31:0] p
    );
	wire [15:0] x_abs;
	wire [15:0] y_abs;
	assign x_abs = x ^ {16{x[15]}};
	assign y_abs = y ^ {16{y[15]}};
	wire [15:0] kx;
	wire zero_x;
	wire [3:0] code_x;
	LOD16 LODx (
		.data_i(x_abs),
		.zero_o(zero_x),
		.data_o(kx)
	 ); 
	PriorityEncoder_16 PEx (
		.data_i(kx),
		.code_o(code_x)
	 ); 
	wire [15:0] ky;
	wire zero_y;
	wire [3:0] code_y;
	LOD16 LODy (
		.data_i(y_abs),
		.zero_o(zero_y),
		.data_o(ky)
	 ); 
	PriorityEncoder_16 PEy (
			.data_i(ky),
			.code_o(code_y)
		 ); 
	wire [3:0] code_x_inv;
	wire [15:0] barrel_x;
	assign code_x_inv = ~code_x;
	Barrel16L BShiftx (
		.data_i(x_abs),
		.shift_i(code_x_inv),
		.data_o(barrel_x)
 	 ); 
	wire [3:0] code_y_inv;
	wire [15:0] barrel_y;
	assign code_y_inv = ~code_y;
	Barrel16L BShifty (
		.data_i(y_abs),
		.shift_i(code_y_inv),
		.data_o(barrel_y)
 	 );
	wire [19:0] op1;
	wire [19:0] op2;
	wire [19:0] L;
	wire c_in;
	assign op1 = {1'b0,code_x,barrel_x[14:0]};
	assign op2 = {1'b0,code_y,barrel_y[14:0]};
    assign L = op1 + op2;
	wire [31:0] tmp_out; 
	AntiLog anti_log(
		.data_i(L),
		.data_o(tmp_out)
	);
	wire prod_sign; 
	wire [31:0] tmp_sign;
	assign prod_sign = x[15] ^ y[15];
	assign tmp_sign = {32{prod_sign}} ^ tmp_out;
	wire not_zero;
	assign not_zero = (~zero_x | x[15] | x[0]) & (~zero_y | y[15] | y[0]);
	assign p = not_zero ? tmp_sign : 32'b0;
endmodule
module AntiLog(
	input [19:0] data_i,
	output [31:0] data_o
	);
	wire [31:0] l1_in;
	wire [31:0] l1_out;
	wire [4:0] k_enc;
	wire [4:0] k_enc_inc;
	assign l1_in = {16'b0,1'b1,data_i[14:0]};
	assign k_enc = {1'b0,data_i[18:15]};
	carry_lookahead_inc inc_inst(
     .i_add1(k_enc),
     .o_result(k_enc_inc)
     );	
	Barrel32L L1shift (
		.data_i(l1_in),
		.shift_i(k_enc_inc),
		.data_o(l1_out)
 	 );
	wire [15:0] r_in;
	wire [15:0] r_out;
	wire [3:0] enc;
	assign enc = ~data_i[18:15];
	assign r_in = {1'b1,data_i[14:0]};
	Barrel16R Rshift (
		.data_i(r_in),
		.shift_i(enc),
		.data_o(r_out)
 	 );
	wire lr;
	wire [15:0] out_msb;
	assign lr = data_i[19];
	assign out_msb = {16{lr}} & l1_out[31:16];
	wire [15:0] out_lsb;
	assign out_lsb = lr ? l1_out[15:0] : r_out;
	assign data_o = {out_msb,out_lsb};
endmodule
module PriorityEncoder_16_old(
    input [15:0] data_i,
    output reg [3:0] code_o
    );
	always @*
		case (data_i)
	      16'b0000000000000001 : code_o = 4'b0000;
         16'b0000000000000010 : code_o = 4'b0001;
         16'b0000000000000100 : code_o = 4'b0010;
         16'b0000000000001000 : code_o = 4'b0011;
         16'b0000000000010000 : code_o = 4'b0100;
         16'b0000000000100000 : code_o = 4'b0101;
         16'b0000000001000000 : code_o = 4'b0110;
         16'b0000000010000000 : code_o = 4'b0111;
		 16'b0000000100000000 : code_o = 4'b1000;
         16'b0000001000000000 : code_o = 4'b1001;
         16'b0000010000000000 : code_o = 4'b1010;
         16'b0000100000000000 : code_o = 4'b1011;
         16'b0001000000000000 : code_o = 4'b1100;
         16'b0010000000000000 : code_o = 4'b1101;
         16'b0100000000000000 : code_o = 4'b1110;
         16'b1000000000000000 : code_o = 4'b1111;
			default     : code_o = 4'b0000;
		endcase
endmodule
module PriorityEncoder_16(
    input [15:0] data_i,
    output [3:0] code_o
    );
    wire [7:0] tmp0;
    assign tmp0 = {data_i[15],data_i[13],data_i[11],data_i[9],data_i[7],data_i[5],data_i[3],data_i[1]};
    OR_tree code0(tmp0,code_o[0]);
    wire [7:0] tmp1;
    assign tmp1 = {data_i[15],data_i[14],data_i[11],data_i[10],data_i[7],data_i[6],data_i[3],data_i[2]};
    OR_tree code1(tmp1,code_o[1]);
    wire [7:0] tmp2;
    assign tmp2 = {data_i[15],data_i[14],data_i[13],data_i[12],data_i[7],data_i[6],data_i[5],data_i[4]};
    OR_tree code2(tmp2,code_o[2]);
    wire [7:0] tmp3;
    assign tmp3 = {data_i[15],data_i[14],data_i[13],data_i[12],data_i[11],data_i[10],data_i[9],data_i[8]};
    OR_tree code3(tmp3,code_o[3]);
endmodule
module OR_tree(
    input [7:0] data_i,
    output data_o
    );
    wire [3:0] tmp1;
    wire [1:0] tmp2;
    assign tmp1 = data_i[3:0] | data_i[7:4];
    assign tmp2 = tmp1[1:0] | tmp2[3:2];
    assign data_o = tmp2[0] | tmp2[1];
endmodule
module LOD4(
    input [3:0] data_i,
    output [3:0] data_o
    );
	 wire mux0;
	 wire mux1;
	 wire mux2;
	 assign mux2 = (data_i[3]==1) ? 1'b0 : 1'b1;
	 assign mux1 = (data_i[2]==1) ? 1'b0 : mux2;
	 assign mux0 = (data_i[1]==1) ? 1'b0 : mux1;
	 assign data_o[3] = data_i[3];
	 assign data_o[2] =(mux2 & data_i[2]);
	 assign data_o[1] =(mux1 & data_i[1]);
	 assign data_o[0] =(mux0 & data_i[0]);
endmodule
module Muxes2in1Array4(
    input [3:0] data_i,
    input select_i,
    output [3:0] data_o
    );
	assign data_o[3] = select_i ? data_i[3] : 1'b0;
	assign data_o[2] = select_i ? data_i[2] : 1'b0;
	assign data_o[1] = select_i ? data_i[1] : 1'b0;
	assign data_o[0] = select_i ? data_i[0] : 1'b0;
endmodule
module LOD16(
    input [15:0] data_i,
    output zero_o,
    output [15:0] data_o
    );
	 wire [15:0] z;
	 wire [3:0] select;
	 wire [3:0] zdet;
	 assign zdet[3] = data_i[15] | data_i[14] | data_i[13] | data_i[12];
	 assign zdet[2] = data_i[11] | data_i[10] | data_i[9] | data_i[8];
	 assign zdet[1] = data_i[7] | data_i[6] | data_i[5] | data_i[4];
	 assign zdet[0] = data_i[3] | data_i[2] | data_i[1] | data_i[0];
	 assign zero_o = ~(zdet[3] | zdet[2] | zdet[1] | zdet[0]);
	 LOD4 lod4_3 (
		.data_i(data_i[15:12]), 
		.data_o(z[15:12])
	 );
	 LOD4 lod4_2 (
		.data_i(data_i[11:8]), 
		.data_o(z[11:8])
	 );
	 LOD4 lod4_1 (
		.data_i(data_i[7:4]), 
		.data_o(z[7:4])
	 );
	 LOD4 lod4_0 (
		.data_i(data_i[3:0]), 
		.data_o(z[3:0])
	 );
	 LOD4 lod4_middle (
		.data_i(zdet), 
		.data_o(select)
	 );
	 Muxes2in1Array4 Inst_MUX214_3 (
		.data_i(z[15:12]), 
		.select_i(select[3]), 
		.data_o(data_o[15:12])
    );
	 Muxes2in1Array4 Inst_MUX214_2 (
		.data_i(z[11:8]), 
		.select_i(select[2]), 
		.data_o(data_o[11:8])
    );
	 Muxes2in1Array4 Inst_MUX214_1 (
		.data_i(z[7:4]), 
		.select_i(select[1]), 
		.data_o(data_o[7:4])
    );
	 Muxes2in1Array4 Inst_MUX214_0 (
		.data_i(z[3:0]), 
		.select_i(select[0]), 
		.data_o(data_o[3:0])
    );
endmodule
module Barrel16L(
    input [15:0] data_i,
    input [3:0] shift_i,
    output reg [15:0] data_o
    );
   always @*
      case (shift_i)
         4'b0000: data_o = data_i;
         4'b0001: data_o = data_i << 1;
         4'b0010: data_o = data_i << 2;
         4'b0011: data_o = data_i << 3;
         4'b0100: data_o = data_i << 4;
         4'b0101: data_o = data_i << 5;
         4'b0110: data_o = data_i << 6;
         4'b0111: data_o = data_i << 7;
         4'b1000: data_o = data_i << 8;
         4'b1001: data_o = data_i << 9;
         4'b1010: data_o = data_i << 10;
         4'b1011: data_o = data_i << 11;
         4'b1100: data_o = data_i << 12;
         4'b1101: data_o = data_i << 13;
         4'b1110: data_o = data_i << 14;
         default: data_o = data_i << 15;
      endcase
endmodule
module Barrel16R(
    input [15:0] data_i,
    input [3:0] shift_i,
    output reg [15:0] data_o
    );
   always @*
      case (shift_i)
         4'b0000: data_o = data_i;
         4'b0001: data_o = data_i >> 1;
         4'b0010: data_o = data_i >> 2;
         4'b0011: data_o = data_i >> 3;
         4'b0100: data_o = data_i >> 4;
         4'b0101: data_o = data_i >> 5;
         4'b0110: data_o = data_i >> 6;
         4'b0111: data_o = data_i >> 7;
         4'b1000: data_o = data_i >> 8;
         4'b1001: data_o = data_i >> 9;
         4'b1010: data_o = data_i >> 10;
         4'b1011: data_o = data_i >> 11;
         4'b1100: data_o = data_i >> 12;
         4'b1101: data_o = data_i >> 13;
         4'b1110: data_o = data_i >> 14;
         default: data_o = data_i >> 15;
      endcase
endmodule
module Barrel32L(
    input [31:0] data_i,
    input [4:0] shift_i,
    output reg [31:0] data_o
    );
   always @*
      case (shift_i)
         5'b00000: data_o = data_i;
         5'b00001: data_o = data_i << 1;
         5'b00010: data_o = data_i << 2;
         5'b00011: data_o = data_i << 3;
         5'b00100: data_o = data_i << 4;
         5'b00101: data_o = data_i << 5;
         5'b00110: data_o = data_i << 6;
         5'b00111: data_o = data_i << 7;
         5'b01000: data_o = data_i << 8;
         5'b01001: data_o = data_i << 9;
         5'b01010: data_o = data_i << 10;
         5'b01011: data_o = data_i << 11;
         5'b01100: data_o = data_i << 12;
         5'b01101: data_o = data_i << 13;
         5'b01110: data_o = data_i << 14;
		 5'b01111: data_o = data_i << 15;
         default:  data_o = data_i << 16;
      endcase
endmodule
module FAd(a,b,c,cy,sm);
	input a,b,c;
	output cy,sm;
	wire x,y,z;
	xor x1(x,a,b);
	xor x2(sm,x,c);
	and a1(y,a,b);
	and a2(z,x,c);
	or o1(cy,y,z);
endmodule
module carry_lookahead_adder
  #(parameter WIDTH = 16)
  (
   input [WIDTH-1:0] i_add1,
   input [WIDTH-1:0] i_add2,
	input cin,
   output [WIDTH-1:0]  o_result
   );
  wire [WIDTH:0]     w_C;
  wire [WIDTH-1:0]   w_G, w_P, w_SUM;
  genvar  ii;
  generate
    for (ii=0; ii<WIDTH; ii=ii+1) 
      begin: mod_carry
        FA full_adder_inst
            ( 
              .a(i_add1[ii]),
              .b(i_add2[ii]),
              .c(w_C[ii]),
              .sm(w_SUM[ii]),
              .cy()
              );
      end
  endgenerate
  genvar jj;
  generate
    for (jj=0; jj<WIDTH; jj=jj+1) 
      begin: mod_sum
        assign w_G[jj]   = i_add1[jj] & i_add2[jj];
        assign w_P[jj]   = i_add1[jj] | i_add2[jj];
        assign w_C[jj+1] = w_G[jj] | (w_P[jj] & w_C[jj]);
      end
  endgenerate
  assign w_C[0] = cin; 
  assign o_result = {w_SUM};    
endmodule  
module FA(a,b,c,cy,sm);
	input a,b,c;
	output cy,sm;
	wire x,y,z;
	xor x1(x,a,b);
	xor x2(sm,x,c);
	and a1(y,a,b);
	and a2(z,x,c);
	or o1(cy,y,z);
endmodule
module carry_lookahead_inc
  (
   input [4:0] i_add1,
   output [4:0]  o_result
   );
  wire [5:0]     w_C;
  wire [4:0]   w_SUM;
  genvar  ii;
  generate 
    for (ii=0; ii<5; ii=ii+1) 
      begin: once_told
         assign w_SUM[ii] = i_add1[ii] ^ w_C[ii];
      end
  endgenerate
  genvar jj;
  generate
    for (jj=0; jj<5; jj=jj+1) 
      begin : someone
        assign w_C[jj+1] = (i_add1[jj] & w_C[jj]);
      end
  endgenerate
  assign w_C[0] = 1'b1;  
  assign o_result = w_SUM;    
endmodule  
==> results.py <==
# Synthesis and PnR figures
metrics = {
    "route": {
        "vias_per_cell": 4.07,
        "drt_first_pass_iters": 4,
        "wl_per_cell_um": 10.9,
        "routed_wl_um": 1620,
        "drtAntennaViolNets": 0,
        "drcViolationCount": 0,
        "diodes": 0,
        "num_vias": 603,
        "drt_iter0_drc": 31,
    },
    "pwr": {
        "p_int_uw": 81.1,
        "pwr-share-comb": 1.000,
        "p_seq_frac": 0,
        "peakVddDrop_mv": 0.0607,
        "switching_share": 0.452,
        "powerDensity_nw_per_um2": 165,
        "clkPwrFrac": 0,
        "power.switching_uw": 66.8,
        "leakagePower_uw": 0.000342,
    },
    "critical_path": {
        "crit_buf_inv": 2,
        "slowest_delay_ns": 0.54,
        "worst_ep_required_time_ns": 1.44,
        "worst_setup_path_start_kind": "input pin",
        "crit_type": "in2out",
        "crit_top_cell": "or4_4",
        "path_cells": "buf_6 > or4_4 > or4_4 > a31oi_1 > buf_2",
        "cp_top_family": "simple AND/OR/NAND/NOR gates",
        "cp.depth": 5,
        "cp_slowest_cell": "or4_4",
        "critPathMaxFanout": 2,
        "arrival_ns": 1.76,
        "cp-end-kind": "primary output",
    },
    "logic_synthesis": {
        "ys_cells": 55,
        "ys_area_um2": 363,
        "netlist_instances": 55,
        "syn_area_um2": 363,
        "synth_area_per_cell_um2": 6.60,
        "ys_warn_count": 1,
        "synth_dominant_cell_count": "o21ai_0",
        "synth.distinct_cells": 25,
        "synth_seq_share": 0,
        "yosys-top-cells-count": "o21ai_0 (9), nor2_1 (6), nor4b_1 (5)",
        "synth_area_leader_cell": "o21ai_0",
        "synth.top_cell.area_share": 0.124,
        "topCellsByArea": "o21ai_0 (12%), nor4b_1 (12%), xor2_1 (9.7%), nor2_1 (6.2%), or4_4 (6.2%)",
    },
    "floorplanning": {
        "fp-utilization": 0.106,
        "die-height_um": 80,
        "top_level_ports": 20,
        "num_rows": 21,
        "chip_area_um2": 6400,
        "coreArea_um2": 3420,
        "fp.dieW_um": 80,
    },
    "placed_design": {
        "place_inst": 140,
        "dpl-instance-area_um2": 763,
        "io_buffers": 20,
        "hpwl_um": 1220,
        "routabilityCongestion": 0.767,
    },
    "final_layout": {
        "instances_no_fill": 148,
        "drive_gt1_frac": 0.608,
        "clockBufferCount": 0,
        "utilization": 0.262,
        "regArea_um2": 0,
        "n_fill_cell": 373,
        "area_delta_synth_final_pct": 147,
        "fin_area_um2": 895,
        "flops": 0,
    },
    "final_timing": {
        "slew_headroom": 0.824,
        "layout_min_cycle_time_ns": 2.12,
        "drv_slew": 0,
        "fin_ws_ns": -0.316,
        "tightestPinTransition_ns": 0.260,
        "setup_viol": 3,
        "max_freq_mhz": 473,
        "hold_violations": 0,
        "finalCritPeriodShare": 1.18,
        "rsz0062_at_grt": "true",
    },
    "global_routing": {
        "grt_max_degree": 9,
        "grt_usage": 0.0448,
        "grt_pass1_wl_um": 2490,
        "grt-ovfl-total": 0,
        "grt_pass1_vias": 579,
        "antenna_found_initial": 0,
    },
    "flow_run": {
        "openroad.warnings": 35,
        "drv_cap": 0,
    },
    "run_status": {
        "violations": "negative setup slack",
        "status": "complete, but fails checks",
    },
    "worst_hold_path": {
        "hold_path.class": "in2out",
        "min_delay_path_depth": 5,
    },
}
final timing paths:
check | endpoint | start
hold / removal | code_o[0] | data_i[15]
setup / recovery | code_o[3] | data_i[12]
final cells by class:
cell class | count | area (um^2) | area share
tap | 46 | 57.6 | 0.0643
multi-input combinational | 53 | 450 | 0.503
timing repair buffer | 49 | 387 | 0.432
cells by family after synthesis:
group | after synthesis | share of synthesized area
AND/OR/NAND/NOR | 29 | 0.514
AND-OR/OR-AND | 19 | 0.324
XOR/XNOR | 5 | 0.121
buffers and inverters | 2 | 0.0414
layer usage:
layer	up-vias	wire length, um	track usage
met5	-	0	0
met4	0	0	0
met3	0	104	0.0114
met2	14	645	0.0666
met1	267	869	0.0666
li1	322	-	-
cells in the final DEF, fill, tap and decap left out, drive strengths merged:
cell type	netlist	layout
nor3	2	2
nand2b	2	2
a211o	1	1
a31oi	1	1
nand4b	1	1
a22o	1	1
o21ai	10	10
clkbuf	1	4
o32ai	1	1
o22a	1	1
nor4b	5	5
xor2	4	4
dlygate4sd2	0	2
nor2	6	6
a21oi	2	2
or4b	2	2
nand4	1	1
nand3	2	2
nor4	3	3
clkdlybuf4s15	0	2
o211ai	1	1
or4	2	2
a2111oi	1	1
buf	1	41
nand2	3	3
xnor2	1	1
timing repair:
item                       4_1_cts  5_1_grt
hold endpoints to repair         0        0
gates resized                   82       16
setup endpoints to repair        4        4
hold buffers                     0        0
setup buffers                    5        3
pin swaps                       17       14
metrics by stage:
stage | total power (uW) | setup TNS, ns | hold slack, ns | setup WS (ns)
2_1_floorplan | 39.3 | -0.163 | 0.833 | -0.0860
3_3_place_gp | 123 | -4.09 | 1.80 | -1.06
3_5_place_dp | 124 | -4.07 | 1.80 | -1.07
4_1_cts | 136 | -1.12 | 1.19 | -0.382
5_1_grt | 159 | -1.06 | 1.22 | -0.386
6_report | 148 | -0.783 | 1.18 | -0.316
power by group through the flow:
stage | Sequential, uW | Combinational (uW) | Clock [uW]
after CTS | 0 | 136 | 0
final | 0 | 148 | 0
after global routing | 0 | 159 | 0
No activity file was given, so power comes from the tool's default toggle rates.
